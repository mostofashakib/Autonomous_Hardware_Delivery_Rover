## ./config.mk

```make
export PLATFORM = sky130hd
export DESIGN_NAME = system
export DESIGN_NICKNAME = system
export VERILOG_FILES = /design/flow/design.v
export SDC_FILE = /design/flow/constraint.sdc
export NUM_CORES = 4
export LEC_CHECK = 1
export CORE_UTILIZATION = 30
```

## ./constraint.sdc

```tcl
current_design system

set clk_period 3.9
set clk_io_pct 0.2

create_clock -name clk0 -period $clk_period [get_ports {clock}]

set non_clock_inputs [all_inputs -no_clocks]
set_input_delay [expr $clk_period * $clk_io_pct] -clock clk0 $non_clock_inputs
set_output_delay [expr $clk_period * $clk_io_pct] -clock clk0 [all_outputs]
```

## ./design.v

```verilog
`timescale 1ns / 1ps
module PL1_DeliveryRover_CurrentLimiter(
    input clock,
    input PIN_sens0,    
    input PIN_sens1,	 
	input end_reset,
	output reg reset,
	output LED_reset
    );
		reg test_positive;
		reg [18:0] delay;  
		reg delayToggle;
        initial begin
			test_positive = 0;
			delay = 0;
        end
        always@(posedge clock) begin                
            if(end_reset == 1)
				reset = 0;
            if(PIN_sens0 || PIN_sens1)
                delayToggle = 1;	 
            if(delayToggle)
                delay <= delay + 1;
             if(delay >= 19'b1111111111111100000)  
                begin
                    if(PIN_sens0 || PIN_sens1)
                        begin
                            reset = 1;
                            delayToggle = 1;
                            delay <= 0;
                        end
                     else
                        begin
                            delayToggle = 0;
                            delay <= 0;
                        end
                end
        end
	assign LED_reset = reset;
endmodule
`timescale 1ns / 1ps
module PL1_DeliveryRover_Display(
    input clock,
    input reset,	 
	input [2:0] speedLeft,
	input [2:0] speedRight,
	input [3:0] direction,
    output SEG_A,SEG_B,SEG_C,SEG_D,SEG_E,SEG_F,SEG_G,SEG_DP,
	output DIG_0,DIG_1,DIG_2,DIG_3
    );
		reg [17:0] digits_counter;  
		localparam multiplexing_count = 18; 
		reg [7:0] word_temp;
		reg [3:0] digit;
		initial begin
			digits_counter = 0;
			word_temp = 0;
			digit = 0;
        end
         always@(posedge clock) begin
			digits_counter <= digits_counter + 1;
			case(digits_counter[multiplexing_count-1:multiplexing_count-2])
				2'b00 : digit = 4'b1110;
				2'b01 : digit = 4'b1101;
				2'b10 : digit = 4'b1011;
				2'b11 : digit = 4'b0111;
			endcase
			case(digit)
				4'b1110:  
					case(direction)
						4'b0000 : begin
							if(reset == 1)  
								word_temp = 8'b10101111;  
						end
						4'b0110 : word_temp = 8'b10000011;  
						4'b1001 : word_temp = 8'b10001110;  
						4'b0101 : word_temp = 8'b10101111;  
						4'b1010 : word_temp = 8'b11000111;  
						default : word_temp = 8'b10111111;
					endcase
				4'b1101: begin 
				    if(reset == 1)  
				        word_temp = 8'b10000110;
				    else
                        case(speedRight)  
                            3'd0 : word_temp = 8'b11000000;  
                            3'd1 : word_temp = 8'b11001111;  
                            3'd2 : word_temp = 8'b10100100;  
                            3'd3 : word_temp = 8'b10110000;  
                            3'd4 : word_temp = 8'b10011001;  
                            3'd5 : word_temp = 8'b10010010;  
                            3'd6 : word_temp = 8'b10000010;  
                            3'd7 : word_temp = 8'b11111000;  
                        endcase
				end
				4'b1011 : begin
				    case(direction)
						4'b0000 :begin 
							if(reset == 1)  
								word_temp = 8'b11100011;
						end
						4'b0110 : word_temp = 8'b10000011;  
						4'b1001 : word_temp = 8'b10001110;  
						4'b0101 : word_temp = 8'b10101111;  
						4'b1010 : word_temp = 8'b11000111;  
						default : word_temp = 8'b10111111;
					endcase
                end
				4'b0111 : begin
				    if(reset == 1)  
				        word_temp = 8'b11000000;
					else
                        case(speedLeft)  
                            3'd0 : word_temp = 8'b11000000;  
                            3'd1 : word_temp = 8'b11001111;  
                            3'd2 : word_temp = 8'b10100100;  
                            3'd3 : word_temp = 8'b10110000;  
                            3'd4 : word_temp = 8'b10011001;  
                            3'd5 : word_temp = 8'b10010010;  
                            3'd6 : word_temp = 8'b10000010;  
                            3'd7 : word_temp = 8'b11111000;  
                        endcase
                end
			endcase
        end
	assign {SEG_DP,SEG_G,SEG_F,SEG_E,SEG_D,SEG_C,SEG_B,SEG_A} = word_temp;
	assign {DIG_3,DIG_2,DIG_1,DIG_0} = digit;
endmodule
`timescale 1ns / 1ps
module PL1_DeliveryRover_InputControl(
    input SW0,SW1,SW2,SW3,SW4,SW5,SW6,SW7,
	output reg [7:0] state,
	output reg end_reset,
    output LED0,LED1,LED2,LED3,LED4,LED5,LED6,LED7
    );
        reg [7:0] lights;
        initial begin
			state = 0;
			lights = 0;
			end_reset = 0;
        end
        always @ (*) begin
			state = {SW7,SW6,SW5,SW4,SW3,SW2,SW1,SW0};
			end_reset = SW7;
			lights = {SW7,SW6,SW5,SW4,SW3,SW2,SW1,SW0};
        end
	assign LED0 = lights[0];
	assign LED1 = lights[1];
	assign LED2 = lights[2];
	assign LED3 = lights[3];
	assign LED4 = lights[4];
	assign LED5 = lights[5];
	assign LED6 = lights[6];
	assign LED7 = lights[7];                   
endmodule
`timescale 1ns / 1ps
module PL1_DeliveryRover_MotorDriver(
    input reset,
	input [7:0] state,
	output reg [3:0] direction,
	output reg [2:0] speedLeft,
	output reg [2:0] speedRight,
    output PIN_IN0,PIN_IN1,PIN_IN2,PIN_IN3
    );
		localparam stop = 'd0;
		localparam forward_fast = 'd1;
		localparam forward_slow = 'd2;
		localparam backward_fast = 'd3;
		localparam backward_slow = 'd4;
		localparam right_pivot = 'd5;
		localparam right_slow = 'd6;
		localparam left_pivot = 'd7;
		localparam left_slow = 'd8;
		localparam stop_control = 4'b0000;
		localparam forward_control = 4'b1001;  
		localparam backward_control = 4'b0110;
		localparam right_pivot_control = 4'b0101;
		localparam left_pivot_control = 4'b1010;
		localparam speed_fast = 3'b111;
		localparam speed_slow = 3'b100;
        initial begin
			direction = 0;
			speedLeft = 0;
			speedRight = 0;
        end
        always @ (*) begin
            if(reset) begin
                direction = 0;
                speedLeft = 0;
                speedRight = 0;
                end
            else
			case(state)
				stop : begin
					direction = 0;
					speedLeft = 0;
					speedRight = 0;
				end
				forward_fast : begin
					direction = forward_control;
					speedLeft = speed_fast;
					speedRight = speed_fast;
				end
				forward_slow : begin
					direction = forward_control;
					speedLeft = speed_slow;
					speedRight = speed_slow;
				end
				backward_fast : begin
					direction = backward_control;
					speedLeft = speed_fast;
					speedRight = speed_fast;
				end
				backward_slow : begin
					direction = backward_control;
					speedLeft = speed_slow;
					speedRight = speed_slow;
				end
				right_pivot : begin
					direction = right_pivot_control;
					speedLeft = speed_fast;
					speedRight = speed_fast;
				end
				right_slow : begin
					direction = forward_control;
					speedLeft = speed_slow;
					speedRight = speed_fast;
				end
				left_pivot : begin
					direction = left_pivot_control;
					speedLeft = speed_fast;
					speedRight = speed_fast;
				end
				left_slow : begin
					direction = forward_control;
					speedLeft = speed_fast;
					speedRight = speed_slow;
				end
				default : begin
					direction = 0;
					speedLeft = 0;
					speedRight = 0;
				end
			endcase
        end
	assign PIN_IN0 = direction[0];
	assign PIN_IN1 = direction[1];
	assign PIN_IN2 = direction[2];
	assign PIN_IN3 = direction[3];
endmodule
`timescale 1ns / 1ps
module PL1_DeliveryRover_PWM(
	input clock,
	input reset,
	input speedLeft,
	input speedRight,
	output PIN_EN0,PIN_EN1
    );
        reg temp_PWM_left;
		reg temp_PWM_right;
        reg [19:0] widthLeft;
		reg [19:0] widthRight;
		reg [19:0] counter;
        initial begin
            counter = 0;
			widthLeft = 0;
			widthRight = 0;
			temp_PWM_left = 0;
			temp_PWM_right = 0;
        end
        always@(posedge clock) begin
			if(reset)
                counter <= 0;
            else
                counter <= counter + 1;
			if(counter < widthLeft)
                temp_PWM_left <= 1;
            else
                temp_PWM_left <= 0;
			if(counter < widthRight)
                temp_PWM_right <= 1;
            else
                temp_PWM_right <= 0;
        end
		always @ (*) begin
			case(speedLeft)
                3'd0 : widthLeft = 20'd0;        
                3'd1 : widthLeft = 20'd349524;   
                3'd2 : widthLeft = 20'd466033;   
                3'd3 : widthLeft = 20'd582541;   
                3'd4 : widthLeft = 20'd699049;   
                3'd5 : widthLeft = 20'd815558;   
                3'd6 : widthLeft = 20'd932066;   
                3'd7 : widthLeft = 20'd1040000;  
                default : widthLeft= 20'd0;
            endcase
			case(speedRight)
                3'd0 : widthRight = 20'd0;        
                3'd1 : widthRight = 20'd349524;   
                3'd2 : widthRight = 20'd466033;   
                3'd3 : widthRight = 20'd582541;   
                3'd4 : widthRight = 20'd699049;   
                3'd5 : widthRight = 20'd815558;   
                3'd6 : widthRight = 20'd932066;   
                3'd7 : widthRight = 20'd1040000;  
                default : widthRight= 20'd0;
            endcase
		end
	assign PIN_EN0 = temp_PWM_left;
	assign PIN_EN1 = temp_PWM_right;
endmodule
module system(
	input clock,
    input PIN_sens0,    
    input PIN_sens1,	 
    input SW0,SW1,SW2,SW3,SW4,SW5,SW6,SW7,
	output PIN_EN0,PIN_EN1,
    output PIN_IN0,PIN_IN1,PIN_IN2,PIN_IN3,
    output LED0,LED1,LED2,LED3,LED4,LED5,LED6,LED7,
    output LED_reset,
	output SEG_A,SEG_B,SEG_C,SEG_D,SEG_E,SEG_F,SEG_G,SEG_DP,
	output DIG_0,DIG_1,DIG_2,DIG_3
);
		wire [7:0] state;
        wire [2:0] speedLeft;
		wire [2:0] speedRight;
        wire [3:0] direction;
		wire reset;
		wire end_reset;
	PL1_DeliveryRover_PWM PWM1(
		.clock(clock),
		.reset(reset),
		.speedLeft(speedLeft[2:0]),
		.speedRight(speedRight[2:0]),
		.PIN_EN0(PIN_EN0), .PIN_EN1(PIN_EN1)
	);
	PL1_DeliveryRover_CurrentLimiter CurrentLimiter1(
		.clock(clock),
		.PIN_sens0(PIN_sens0),
		.PIN_sens1(PIN_sens1),
		.end_reset(end_reset),
		.reset(reset),
		.LED_reset(LED_reset)
	);
	PL1_DeliveryRover_InputControl InputControl1(
		.SW0(SW0), .SW1(SW1), .SW2(SW2), .SW3(SW3),
        .SW4(SW4), .SW5(SW5), .SW6(SW6), .SW7(SW7),
		.LED0(LED0),.LED1(LED1),.LED2(LED2),
		.LED3(LED3),.LED4(LED4),.LED5(LED5),
		.LED6(LED6),.LED7(LED7),
		.state(state[7:0]),
		.end_reset(end_reset)
	);
    PL1_DeliveryRover_MotorDriver MotorDriver1(
        .reset(reset),
		.state(state),
        .speedLeft(speedLeft[2:0]),
		.speedRight(speedRight[2:0]),
		.direction(direction[3:0]),
        .PIN_IN0(PIN_IN0), .PIN_IN1(PIN_IN1),
        .PIN_IN2(PIN_IN2), .PIN_IN3(PIN_IN3)
    );
    PL1_DeliveryRover_Display Display1(
        .clock(clock),
        .reset(reset),
		.speedLeft(speedLeft[2:0]),
		.speedRight(speedRight[2:0]),
		.direction(direction[3:0]),
        .SEG_A(SEG_A), 
        .SEG_B(SEG_B), 
        .SEG_C(SEG_C), 
        .SEG_D(SEG_D), 
        .SEG_E(SEG_E), 
        .SEG_F(SEG_F), 
        .SEG_G(SEG_G), 
        .SEG_DP(SEG_DP), 
        .DIG_0(DIG_0),
        .DIG_1(DIG_1),
        .DIG_2(DIG_2),
        .DIG_3(DIG_3)
     );
endmodule
```

## ./run.sh

```bash
#!/bin/bash
# OpenROAD 26Q1-2900-gdf79404cd8, Yosys 0.63+post, stock flow scripts
make -C /OpenROAD-flow-scripts/flow DESIGN_CONFIG=/design/flow/config.mk WORK_HOME=/design/flow/orfs finish
```

==> reports/results.tsv <==
metric	value	unit
post-CTS setup buffer count	0	
CTS root buf	clkbuf_16	
sw power	0.606	mW
Power, Total	2.15	mW
status	finished clean	
crit path max fanout	6	
Tightest Pin Transition	0.713	ns
Core Rows	40	
Worst Hold Path EP	Display1.digits_counter[0]$_DFF_P_	
clock sink count	73	
fin. max-slew vios	0	
largest net degree at the start of global routing	26	
mux share	0.834	%
largest stage delay on the critical path	0.54	ns
drt via density	4.59	
arrival time worst endpoint	2.90	ns
Tmin final	3.68	ns
post-layout period usage	94.5	%
maxcap violations	0	
worst hold path class	reg2reg	
first-pass detailed-route iteration total	4	
Slowest-stage cell, CP	clkdlybuf4s50_1	
Cells after DPL	598	
Seq share, synth	41.1	%
Max Fclk	0.271	GHz
reg2reg end	PWM1.temp_PWM_right$_DFF_P_	
Synth area leaders	dfxtp_1 35%, ha_1 9.7%, edfxtp_1 6.4%, xnor2_1 5.4%, xor2_1 5.4%	
Congestion Overflow GR	0	
R2R setup slack	1.27	ns
final setup fails	0	
delay-heaviest family, CP	buffers and inverters	
Post-Synth Simple-Gate Area	23.4	%
Layout area overhead	21.4	%
total wire length	6.79	mm
Antenna diodes	0	
die span in x	114	microns
crit path DRT	3.12	ns
Post-Synthesis Cells	408	
mapped cell area	3750	sq um
All-Layer GR Usage	11.1	%
most used cell, CP	clkdlybuf4s50_1	
Top cell area share	34.7	%
Clock Latency Late Sink	0.33	ns
VDD IR max	0.239	mV
crit-path cells	clkdlybuf4s50_1 -> inv_1 -> ha_1 -> nand2b_1 -> a2111oi_4 -> clkdlybuf4s50_1	
Initial Util	31.0	%
Max-slew headroom	52.0	%
global-route wire length before repair	11.7	mm
design internal power	1.55	mW
total tool warning count	33	
Core Box Area	12100	sq um
setup TNS	0	ns
layout cells sized above 1	6.50	%
Worst Setup Path Type	in2out	
final std cells w/o fill	614	
Yosys warning total	7	
GPL Wtd Cong	0.855	
R2R depth	8	
unrepaired setup endpoints after global routing	false	
io pins	38	
Setup Skew	0.00369	ns
yosys cell count	408	
Vias	2817	
Yosys Chip Area	3750	sq um
DRT antenna net count	0	
clock share of power	38.6	%
CP endpoint kind	primary output	
Residual DRC	0	
Die Span Y	114	microns
1st-iter DRT viols	93	
Clock Path Buffers	2	
hold path cells	1	
Seq pwr share	46.0	%
post-CTS sizing	0	
ys async rst share	0	%
antenna violations before repair	0	
vias in the first global route	2605	
WL per Instance	11.1	microns
flops out of synthesis	73	
PortBufs	37	
Hold-fix buffers, CTS	0	
combinational share of power	15.4	%
adder share	9.67	%
top cell type by total area after synthesis	dfxtp_1	
TritonCTS buffer count	9	
worst flop-to-flop path startpoint	CurrentLimiter1.reset$_DFF_P_	
WP buf/inv	3	
CP Launch Point	SW0	
min-delay src	Display1.digits_counter[0]$_DFF_P_	
static leakage	1.69	nW
XOR Share, Synth	10.7	%
Top non-seq family	simple AND/OR/NAND/NOR gates	
Hold Vio Cnt, Final	0	
Sw Ratio	28.1	%
Post-synth EDFFs	8	
PwrDens	473	nW/um^2
HPWL after DPL	4.83	mm
post-synthesis area per instance	9.19	sq um
ao+oa area frac	10.0	%
CTS tree	built	
H-Tree Depth	3	
post-synthesis cell type count	48	
Synth Flop Type	dfxtp_1	
Die ar.	13000	sq um
Clock transition at path regs	0.06	ns
critical path startpoint category	primary input	
[per-layer routing]
layer,global-route usage (%),up-vias,wire length (microns)
met5,0,-,0
met4,1.21,0,79
met3,2.87,7,260
met2,17.2,34,2920
met1,16.3,1277,3530
li1,-,1499,-
[final cells by class]
class	instances	area [sq um]
fill	1219	7560
multi-input combinational	305	2060
sequential	73	1540
timing repair buffer	41	400
clock buffer	11	243
tap	168	210
clock inverter	5	62.6
inverter	11	41.3
[how the worst max path moves through the flow]
| stage | end | slack (ns) | cells after the start |
|---|---|---|---|
| 6_report | PIN_IN1 | 0.22 | 6 |
| 5_1_grt | PIN_IN1 | 0.07 | 6 |
| 4_1_cts | PIN_IN1 | 0.22 | 6 |
[per-stage QoR]
step | util [%] | worst slack (ns) | hold slack (ns) | area, sq um
floorplan | - | 1.07 | 0.391 | 3750
global placement | 35.1 | 0.272 | 0.407 | 4250
detailed placement | 35.1 | 0.217 | 0.414 | 4250
CTS | 37.6 | 0.218 | 0.428 | 4560
global route | 37.6 | 0.0684 | 0.443 | 4560
finish | 37.6 | 0.216 | 0.428 | 4560
[power groups by stage]
stage	sequential [mW]	clock (mW)	combinational [mW]
finish	0.991	0.832	0.332
CTS	0.991	0.857	0.335
global route	1.01	0.893	0.387
[cells by family after synthesis]
group,Yosys count
simple gates,176
flops,73
compound gates,50
xor+xnor,46
buf+inv,30
fa+ha+maj,29
mux,3
other cells,1
[state kept, by name, indices dropped and copies added (netlist names)]
signal and flops:
CurrentLimiter1.delay 19, CurrentLimiter1.reset 1, PWM1.counter 20, Display1.digit 4
CurrentLimiter1.delayToggle 1, Display1.digits_counter 18, PWM1.temp_PWM_left 1, PWM1.temp_PWM_right 1
Display1.word_temp 8
[cell usage in the layout (no fill, tap or decap), drive strengths merged, types with 3 or more instances in the layout]
cell type      instances
a21oi                  8
nand2                 29
nor2                  53
clkbuf                11
buf                    4
nand4                 11
a211o                  3
or2                    3
xnor2                 23
dfxtp                 65
clkdlybuf4s50         37
and4                   5
nand3                 31
and3                  13
edfxtp                 8
nand2b                 7
nand3b                 4
xor2                  23
inv                   13
ha                    29
o21ai                 18
nor4                   5
nor3                  10
[synthesized netlist by cell type (3+ instances only)]
| master | n |
|---|---|
| nor3_1 | 9 |
| dfxtp_1 | 65 |
| xor2_1 | 23 |
| edfxtp_1 | 8 |
| o21ai_0 | 18 |
| nor2_1 | 52 |
| buf_4 | 8 |
| or2_2 | 3 |
| and4_1 | 5 |
| a211o_1 | 3 |
| nand4_1 | 11 |
| xnor2_1 | 23 |
| nand2b_1 | 7 |
| and3_1 | 13 |
| ha_1 | 29 |
| inv_1 | 11 |
| nand3b_1 | 4 |
| nand3_1 | 31 |
| nor4_1 | 5 |
| nand2_1 | 29 |
| clkbuf_1 | 8 |
| a21oi_1 | 8 |
No activity file was given, so power comes from the tool's default toggle rates.
