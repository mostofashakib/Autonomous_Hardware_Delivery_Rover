### ./design.v
`timescale 1ns / 1ps
module PL1_DeliveryRover_Counter(
    input clock,
    output reg [19:0] counter
    );
    always@(posedge clock) begin
           counter <= counter + 1;
    end
endmodule
### ./run.sh
#!/bin/bash
# OpenROAD 26Q1-2900-gdf79404cd8, Yosys 0.63+post, stock flow scripts
make -C /OpenROAD-flow-scripts/flow DESIGN_CONFIG=/design/flow/config.mk WORK_HOME=/design/flow/orfs finish
### ./config.mk
export PLATFORM = sky130hd
export DESIGN_NAME = PL1_DeliveryRover_Counter
export DESIGN_NICKNAME = PL1_DeliveryRover_Counter
export VERILOG_FILES = /design/flow/design.v
export SDC_FILE = /design/flow/constraint.sdc
export NUM_CORES = 4
export LEC_CHECK = 1
export CORE_AREA = 10 10 81 81
export DIE_AREA = 0 0 91 91
### ./constraint.sdc
current_design PL1_DeliveryRover_Counter

set clk_period 4.9
set clk_io_pct 0.2

create_clock -name clk0 -period $clk_period [get_ports {clock}]

set non_clock_inputs [all_inputs -no_clocks]
set_input_delay [expr $clk_period * $clk_io_pct] -clock clk0 $non_clock_inputs
set_output_delay [expr $clk_period * $clk_io_pct] -clock clk0 [all_outputs]
==> job_summary.md <==
### Yosys + OpenROAD results

| Metric | Value |
|---|---|
| Async set-reset flop share out of synthesis | 0 |
| Req. time, crit path | 3920 ps |
| Seq pwr share | 0.498 |
| RSZ-0062 raised after global routing | no |
| Area share, top type | 0.529 |
| Biggest registers after layout | counter: 20 flops |
| Post-synth EDFFs | 0 |
| Slowest stage delay, CP | 520 ps |
| Total gr overflow | 0 |
| Max Slew Vio Count | 0 |
| Crit-path cells | clkdlybuf4s50_1 |
| Core area | 4820 um^2 |
| Worst reg-to-reg path cell count | 5 |
| Final hold vios | 0 |
| CTS Buffer Depth | 2 |
| Setup CP Type | flop to output pin |
| Mapped cell area | 757 um^2 |
| Synth top cells by count | dfxtp_1 (20), xnor2_1 (9), xor2_1 (9), nand2_1 (7), nand3_1 (6) |
| Worst EP arrival | 1210 ps |
| Area Growth Syn to Fin | 46.9% |
| R2r endpoint | counter[14] |
| Final Skew | 5.06 ps |
| Final min period | 2190 ps |
| DIE AREA | 8280 um^2 |
| Tool warnings | 25 |
| DR iter-0 viols | 18 |
| Synth Seq Share | 0.529 |
| Cell at the slowest stage of the critical path | clkdlybuf4s50_1 |
| Relative slew slack | 0.794 |
| Tot GR Track Use | 0.0383 |
| Worst path top cell family by delay | buffers and inverters |
| Init Core Util | 0.157 |
| Clock transition at the registers of the reported paths | 80 ps |
| Count leader, synth | dfxtp_1 |
| Diode count | 0 |
| Met1 Use GR | 0.0520 |
| Drt drc | 0 |
| Die Span X | 91 um |
| # clock sinks | 20 |
| CTS tree | yes |
| Distinct cells, synth | 16 |
| Post-CTS resize count | 0 |
| End of the critical path | counter[2] |
| Peak VDD IR | 0.000117 V |
| P per Cell Area | 293 nW/um^2 |
| CTS H-tree lvls | 1 |
| WL per Instance | 9.65 um |
| Fill cells | 532 |
| Crit start category | flop |
| Sw Pwr | 54.5 uW |
| Number of flip-flops in the largest register | 20 |
| Placed Cells | 157 |
| Syn Inst Count | 70 |
| Setup TNS | 0 ps |
| Met3 Use GR | 0.0174 |
| Max cap viols | 0 |
| Initial antenna violation count | 0 |
| Pin count of the biggest net entering global routing | 13 |
| Layout cell share with drive strength beyond 1 | 0.0745 |
| Status | completed |
| Setup repair bufs after CTS | 0 |
| I/O Pins | 21 |
| Sw Ratio | 0.167 |
| Reg2Reg Launch Point | counter[0] |
| Number of CTS-inserted buffers | 3 |
| Vias | 540 |
| Top cells by area, synth | dfxtp_1 (53%), xnor2_1 (10%), xor2_1 (10%), nand3_1 (4.0%), nand2_1 (3.5%) |
| Critical path fanouts, max | 5 |
| CP Buf/Inv Count | 1 |
| Worst Hold Class | flop to flop |
| GR peak layer | met2 |
| FF+latch count, synth | 20 |
| Cell type with the largest total area after synthesis | dfxtp_1 |
| F_max | 0.456 GHz |
| DP Wirelength | 1260 um |
| Biggest register | counter |
| Non-filler instance count after layout | 161 |
| Cell row count | 25 |
| Comb pwr share | 0 |
| Yosys stat area | 757 um^2 |
| Total wire length | 1550 um |
| Reg2reg setup slack | 3310 ps |
| Clock share of power | 0.502 |
| Via density | 3.35 |
| Clk ins delay skew pair | 250 ps |
| Cts hold-fix bufs | 0 |
| Internal power | 271 uW |
| Vias in the first global route | 555 |
| Clock root cell | clkbuf_8 |
| Main synth FF type | dfxtp_1 |
| Yosys stat cell total | 70 |
| Period utilization | 0.447 |
| Crit end category | output pin |
| Synth warn | 1 |
| Worst-margin pin slew | 307 ps |
| Crit path launch | counter[2] |
| Synth Area per Inst | 10.8 um^2 |
| Die height | 91 um |
| Global-route wire length before repair | 2690 um |
| Drt first pass iters | 2 |
| Gp weighted congestion | 0.725 |
| Port-buffer cells | 20 |
| Final setup fails | 0 |
| Pleak | 0.415 nW |
| Global-route met2 utilization | 0.0549 |
| Cell depth of the worst setup path | 1 |
| Antenna Violating Nets Remaining | 0 |
## worst min-delay path by stage
| stage | slack (ps) | cells past startpoint | endpoint | from |
|---|---|---|---|---|
| after CTS | 460 | 1 | counter[19] | counter[19] |
| after global routing | 490 | 1 | counter[0] | counter[0] |
| final | 460 | 1 | counter[19] | counter[19] |
## power groups by stage
stage | sequential [mW] | combinational [mW] | clock (mW)
final | 0.162 | 0.000000219 | 0.163
after global routing | 0.162 | 0.000000219 | 0.176
after CTS | 0.162 | 0.000000219 | 0.170
## layout by cell type, fill, tap and decap left out, types with 2 or more instances in the layout
master,n
nand2_1,7
and3_1,2
xnor2_1,9
clkdlybuf4s50_1,20
clkbuf_8,3
inv_1,2
nand3_1,6
nand4_1,3
xor2_1,9
dfxtp_1,20
nor2_1,5
## metrics by stage
step	power [mW]	util	setup slack (ps)	cell area [um^2]	hold slack, ps
after floorplan	0.166	-	3520	757	413
after global placement	0.166	0.216	2990	1040	441
after detailed placement	0.166	0.216	2990	1040	445
after CTS	0.332	0.231	2690	1110	463
after global routing	0.339	0.231	2630	1110	485
final	0.326	0.231	2710	1110	458
## cell type report
| class | instances | area, um^2 | area share |
|---|---|---|---|
| well taps | 67 | 83.8 | 0.0754 |
| clock buffers | 3 | 41.3 | 0.0371 |
| multi-input cells | 48 | 349 | 0.314 |
| repair buffers | 20 | 200 | 0.180 |
| clock inverters | 1 | 30.0 | 0.0270 |
| flip-flops and latches | 20 | 400 | 0.360 |
| inverters | 2 | 7.51 | 0.00675 |
## per-layer routing
| metal | vias up | routed length [um] |
|---|---|---|
| met5 | - | 0 |
| met4 | 0 | 35 |
| met3 | 2 | 133 |
| met2 | 16 | 616 |
| met1 | 239 | 768 |
| li1 | 283 | - |
## cell families (layout without fill, tap and decap cells)
logic type	count (synthesis)	count (layout)	share of synthesized area
simple gates	29	29	0.236
xor+xnor	18	18	0.208
buf+inv	2	26	0.00992
flops	20	20	0.529
fa+ha+maj	1	1	0.0165
Power figures rest on the tool's default switching activity, not on a simulated workload.
